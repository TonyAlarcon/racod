===== /design/flow/run.sh =====
#!/bin/bash
# OpenROAD 26Q1-2900-gdf79404cd8, Yosys 0.63+post, stock flow scripts
make -C /OpenROAD-flow-scripts/flow DESIGN_CONFIG=/design/flow/config.mk WORK_HOME=/design/flow/orfs finish

===== /design/flow/constraint.sdc =====
current_design racod_top

set clk_period 16.0
set clk_io_pct 0.2

create_clock -name clk0 -period $clk_period [get_ports {clk}]

set non_clock_inputs [all_inputs -no_clocks]
set_input_delay [expr $clk_period * $clk_io_pct] -clock clk0 $non_clock_inputs
set_output_delay [expr $clk_period * $clk_io_pct] -clock clk0 [all_outputs]

===== /design/flow/design.v =====
module config_register(
    input clk,
    input rst,
    input [191:0] cfg_data,
    input cfg_valid,
    output reg [31:0] origin_x,
    output reg [31:0] origin_y,
    output reg [31:0] length,
    output reg [31:0] width,
    output reg [31:0] sin_theta,
    output reg [31:0] cos_theta
);
    always @(posedge clk or posedge rst) begin
        if (rst) begin
            origin_x <= 0;
            origin_y <= 0;
            length <= 0;
            width <= 0;
            sin_theta <= 0;
            cos_theta <= 0;
        end else if (cfg_valid) begin
            origin_x <= cfg_data[191:160];
            origin_y <= cfg_data[159:128];
            length <= cfg_data[127:96];
            width <= cfg_data[95:64];
            sin_theta <= cfg_data[63:32];
            cos_theta <= cfg_data[31:0];
        end
    end
endmodule
module agu(
    input [31:0] origin_x,
    input [31:0] origin_y,
    input [31:0] length,
    input [31:0] width,
    input [31:0] sin_theta,
    input [31:0] cos_theta,
    output reg [959:0] addr_out_flat
);
    integer i;
    reg [31:0] x, y;
    reg [31:0] rotated_x, rotated_y;
    reg [31:0] mem_addr;
    always @(*) begin
        for (i = 0; i < 30; i = i + 1) begin
            x = origin_x + i;
            y = origin_y;
            rotated_x = x * cos_theta - y * sin_theta;
            rotated_y = x * sin_theta + y * cos_theta;
            mem_addr = rotated_y * 32 + rotated_x;
            addr_out_flat[32*i +: 32] = mem_addr;
        end
    end
endmodule
module ru(
    input [959:0] addr_in_flat,
    output reg [959:0] addr_unique_flat
);
    integer i;
    always @(*) begin
        for (i = 0; i < 30; i = i + 1) begin
            addr_unique_flat[32*i +: 32] = addr_in_flat[32*i +: 32];
        end
    end
endmodule
module l0_cache(
    input [31:0] addr,
    output reg valid_bit
);
    reg [0:255] memory;
    integer j;
    initial begin
        for (j = 0; j < 256; j = j + 1) begin
            memory[j] = (j % 5 == 0) ? 1'b1 : 1'b0;
        end
    end
    always @(*) begin
        valid_bit = memory[addr[7:0]];
    end
endmodule
module collision_or(
    input [29:0] bits_in,
    output reg collision
);
    integer i;
    always @(*) begin
        collision = 0;
        for (i = 0; i < 30; i = i + 1) begin
            if (bits_in[i])
                collision = 1;
        end
    end
endmodule
module racod_top(
    input clk,
    input rst,
    input [191:0] cfg_data,
    input cfg_valid,
    output collision
);
    wire [31:0] origin_x, origin_y, length, width, sin_theta, cos_theta;
    wire [959:0] agu_addr_flat;
    wire [959:0] unique_addr_flat;
    wire [29:0] bits;
    config_register CFG(
        .clk(clk), .rst(rst), .cfg_data(cfg_data), .cfg_valid(cfg_valid),
        .origin_x(origin_x), .origin_y(origin_y), .length(length), .width(width),
        .sin_theta(sin_theta), .cos_theta(cos_theta)
    );
    agu AGU(
        .origin_x(origin_x), .origin_y(origin_y), .length(length), .width(width),
        .sin_theta(sin_theta), .cos_theta(cos_theta), .addr_out_flat(agu_addr_flat)
    );
    ru RU(
        .addr_in_flat(agu_addr_flat), .addr_unique_flat(unique_addr_flat)
    );
    genvar i;
    generate
        for (i = 0; i < 30; i = i + 1) begin : CACHE_INST
            l0_cache L0(.addr(unique_addr_flat[32*i +: 32]), .valid_bit(bits[i]));
        end
    endgenerate
    collision_or ORGATE(.bits_in(bits), .collision(collision));
endmodule

===== /design/flow/config.mk =====
export PLATFORM = sky130hd
export DESIGN_NAME = racod_top
export DESIGN_NICKNAME = racod_top
export VERILOG_FILES = /design/flow/design.v
export SDC_FILE = /design/flow/constraint.sdc
export NUM_CORES = 4
export LEC_CHECK = 1
export CORE_UTILIZATION = 50

==> impl_metrics.json <==
{
  "critPathSlowestCell": "or4_1",
  "antenna_cells": 0,
  "endpoint_kind": "primary output",
  "die_w_um": 280,
  "via_per_inst": 5.77,
  "drt-total-wl_mm": 109,
  "ff_type": "dfrtp_1",
  "syn_inst": 4909,
  "ant_nets": 0,
  "clk_latency_ns": 0.28,
  "crit_type": "reg2out",
  "fin_crit_ns": 13.79,
  "cts_buffers": 5,
  "max_freq_ghz": 0.0725,
  "path_clk_slew_ns": 0.05,
  "post_drt_wl_per_cell_um": 18.9,
  "cts_sinks": 32,
  "finalInstanceArea_um2": 39900,
  "postCtsSetupBuffers": 0,
  "floorplan.core_util_pct": 50.7,
  "worstMarginPinSlew_ns": 1.00,
  "htreeDepth": 2,
  "hold_violations": 0,
  "place_congestion": 0.943,
  "hold_slack_ns": 0.505,
  "grt_pass1_wl_mm": 178,
  "ys_async_sr_fraction_pct": 100,
  "ys_cells": 4909,
  "post_cts_resize_count": 0,
  "rsz0062_at_grt": "no",
  "setup_viol": 0,
  "first_pass_iters": 5,
  "yosys_warnings": 5,
  "grt_max_degree": 73,
  "cpPeakStageDelay_ns": 0.69,
  "dp_hpwl_mm": 86.9,
  "worst_slack_ns": 2.21,
  "vias": 33300,
  "grt_pass1_vias": 32300,
  "ys_types": 93,
  "min_path_type": "reg2reg",
  "grt.total_usage_pct": 29.9,
  "yosys_area_um2": 38600,
  "cp.required_ns": 12.80,
  "chip_area_um2": 78400,
  "syn_avg_cell_area_um2": 7.87,
  "first_iter_violations": 2386,
  "worstPathMaxFanout": 11,
  "synth_area_um2": 38600,
  "slew_headroom_pct": 32.6,
  "edf_count": 0,
  "drc": 0,
  "dp_slack_ns": 2.39,
  "tns_ns": 0,
  "critPathArrivalTime_ns": 10.59,
  "slew_viol_final": 0,
  "openroad.warnings": 199,
  "grt-ovfl-total": 0,
  "cp_common_cell": "fa_1",
  "drive_gt1_share_pct": 3.82,
  "outcome": "finished clean",
  "synth_seq_share_pct": 2.07,
  "antenna_found_initial": 1,
  "ys_ff": 32,
  "placed_area_um2": 39800,
  "ios": 196,
  "skew_ns": 0,
  "core_um2": 76200,
  "min_period_over_period_pct": 86.2,
  "syn2layout_area_growth_pct": 3.35,
  "ctsLongestPathBuffers": 2,
  "std_cell_rows": 101,
  "die_y_um": 280,
  "maxCapViolCount": 0,
  "start_kind": "register",
  "numPortBuffers": 35,
  "fillers": 7295,
  "hold_buffers": 0,
  "cts_tree": "done",
  "cts-root-buf": "clkbuf_16"
}
## synth_stat cells (42+ instances only)
library cell  instances  area [µm²]
a211oi_1             42         315
a21oi_1             252        1260
a31oi_1              59         369
and2_1              205        1280
clkbuf_1            247         927
fa_1                474        9490
ha_1                323        4040
inv_1               519        1950
nand2_1             370        1390
nand3_1             101         505
nor2_1              394        1480
nor2b_1              81         507
nor3_1              110         551
o21ai_0             219        1100
o22ai_1              42         263
xnor2_1             545        4770
xor2_1              137        1200
## path summary, 6_finish.rpt
kind | startpoint | endpoint | slack, ns | depth (start not counted)
max | CFG.origin_y[0]$_DFFE_PP0P_ | collision | 2.21 | 29
min | CFG.origin_y[7]$_DFFE_PP0P_ | CFG.origin_y[7]$_DFFE_PP0P_ | 0.51 | 1
max reg2reg | CFG.cos_theta[3]$_DFFE_PP0P_ | CFG.cos_theta[3]$_DFFE_PP0P_ | 14.56 | 4
min reg2reg | CFG.origin_y[7]$_DFFE_PP0P_ | CFG.origin_y[7]$_DFFE_PP0P_ | 0.51 | 1
max in group asynchronous | rst | CFG.cos_theta[1]$_DFFE_PP0P_ | 12.38 | 3
min in group asynchronous | rst | CFG.sin_theta[0]$_DFFE_PP0P_ | 3.30 | 3
## metrics by stage
stage,util [%],std cells
floorplan,-,4909
global placement,52.2,5758
detailed placement,52.2,5758
CTS,52.4,5766
global route,52.4,5766
finish,52.4,5766
## critical path: cells and delay by family, from the launching register on
family / cells / cell delay [ns]
muxes: 1 / 0.38
adders and majority gates: 11 / 4.90
and+or+nand+nor: 6 / 1.88
DFF: 1 / 0.51
AOI/OAI and AO/OA: 4 / 0.96
buffers and inverters: 5 / 0.65
xor gates and xnor gates: 2 / 1.00
## layout make-up
type	instances	area (µm²)	share of cell area, %
clock buffers	5	125	0.313
multi-input cells	4053	34700	87.0
repair buffers	119	981	2.46
clock inverters	3	18.8	0.0470
inverters	524	1970	4.93
well taps	1030	1290	3.23
flip-flops and latches	32	808	2.02
## cells in the final DEF, fill, tap and decap left out, types with 32 or more instances in the layout
cell | netlist | routed
a211oi_1 | 42 | 42
a21o_1 | 33 | 33
a21oi_1 | 252 | 252
a31oi_1 | 59 | 59
and2_1 | 205 | 205
buf_4 | 1 | 84
clkdlybuf4s50_1 | 0 | 35
fa_1 | 474 | 474
ha_1 | 323 | 317
inv_1 | 519 | 517
mux2_2 | 32 | 32
mux2i_1 | 41 | 41
nand2_1 | 370 | 370
nand2b_1 | 32 | 32
nand3_1 | 101 | 101
nor2_1 | 394 | 394
nor2b_1 | 81 | 81
nor3_1 | 110 | 110
o21ai_0 | 219 | 219
o22ai_1 | 42 | 42
or3_1 | 38 | 38
xnor2_1 | 545 | 545
xor2_1 | 137 | 136
## cell families after synthesis
family	count (synthesis)	synth area share [%]
and+or+nand+nor	1452	18.1
adders and majority gates	798	35.0
AOI/OAI and AO/OA	1015	17.3
muxes	76	2.15
buffers and inverters	824	8.11
xor gates and xnor gates	712	17.2
DFF	32	2.07
## flip-flops by register name, summed over array words and instances, names as in the netlist
name / cells
CFG.origin_x: 8
CFG.sin_theta: 8
CFG.cos_theta: 8
CFG.origin_y: 8
## layer usage
metal	vias to the layer above	wire length, µm	part of all wire, %	global-route usage, %
met4	4	1780	1.6	3.91
met5	-	29	0.027	0
met3	111	8710	8.0	6.86
met2	1061	49100	45	45.1
li1	16200	-	-	-
met1	15900	49600	45	46.6
